==> flow/design.v <==
module LASER (
input CLK,
input RST,
input [3:0] X,
input [3:0] Y,
output reg [3:0] C1X,
output reg [3:0] C1Y,
output reg [3:0] C2X,
output reg [3:0] C2Y,
output reg DONE);
typedef enum logic [3:0]{
  GETDATA,
  FIND1,
  WAIT1,
  FIND2,
  WAIT2,
  FIXED1_FIND2,
  WAIT3,
  FIXED2_FIND1,
  WAIT4,
  JUDGE,
  FINISH
}state;
state fstate;
logic [3:0] arrX [39:0];
logic [3:0] arrY [39:0];
logic [5:0] counter;
logic [3:0] coorX1;
logic [3:0] coorY1;
logic [3:0] coorX2;
logic [3:0] coorY2;
logic [3:0] coorX1_last;
logic [3:0] coorY1_last;
logic [3:0] coorX2_last;
logic [3:0] coorY2_last;
logic [3:0] coorX;
logic [3:0] coorY;
logic [3:0] coorXTmp;
logic [3:0] coorYTmp;
logic [5:0] acc_dot;
logic [5:0] max_dot;
logic [3:0] diffX1_i;
logic [3:0] diffY1_i;
logic [3:0] diffX1;
logic [3:0] diffY1;
logic [7:0] diffX1_square;
logic [7:0] diffY1_square;
logic [3:0] diffX2_i;
logic [3:0] diffY2_i;
logic [3:0] diffX2;
logic [3:0] diffY2;                  
logic [7:0] diffX2_square;
logic [7:0] diffY2_square;
logic [8:0] dist_square1;
logic [8:0] dist_square2;
assign diffX1 = (arrX[counter] > diffX1_i)?(arrX[counter] - diffX1_i):(diffX1_i - arrX[counter]);
assign diffY1 = (arrY[counter] > diffY1_i)?(arrY[counter] - diffY1_i):(diffY1_i - arrY[counter]);
assign dist_square1 = diffX1_square + diffY1_square;
assign diffX2 = (arrX[counter] > diffX2_i)?(arrX[counter] - diffX2_i):(diffX2_i - arrX[counter]);
assign diffY2 = (arrY[counter] > diffY2_i)?(arrY[counter] - diffY2_i):(diffY2_i - arrY[counter]);
assign dist_square2 = diffX2_square + diffY2_square;
always_comb begin
  case(diffX1)
    4'd0 :diffX1_square = 9'd0  ;
    4'd1 :diffX1_square = 9'd1  ;
    4'd2 :diffX1_square = 9'd4  ;
    4'd3 :diffX1_square = 9'd9  ;
    4'd4 :diffX1_square = 9'd16 ;
    4'd5 :diffX1_square = 9'd25 ;
    4'd6 :diffX1_square = 9'd36 ;
    4'd7 :diffX1_square = 9'd49 ;
    4'd8 :diffX1_square = 9'd64 ;
    4'd9 :diffX1_square = 9'd81 ;
    4'd10:diffX1_square = 9'd100;
    4'd11:diffX1_square = 9'd121;
    4'd12:diffX1_square = 9'd144;
    4'd13:diffX1_square = 9'd169;
    4'd14:diffX1_square = 9'd196;
    4'd15:diffX1_square = 9'd225;
  endcase
end
always_comb begin
  case(diffY1)
    4'd0 :diffY1_square = 9'd0  ;
    4'd1 :diffY1_square = 9'd1  ;
    4'd2 :diffY1_square = 9'd4  ;
    4'd3 :diffY1_square = 9'd9  ;
    4'd4 :diffY1_square = 9'd16 ;
    4'd5 :diffY1_square = 9'd25 ;
    4'd6 :diffY1_square = 9'd36 ;
    4'd7 :diffY1_square = 9'd49 ;
    4'd8 :diffY1_square = 9'd64 ;
    4'd9 :diffY1_square = 9'd81 ;
    4'd10:diffY1_square = 9'd100;
    4'd11:diffY1_square = 9'd121;
    4'd12:diffY1_square = 9'd144;
    4'd13:diffY1_square = 9'd169;
    4'd14:diffY1_square = 9'd196;
    4'd15:diffY1_square = 9'd225;
  endcase
end
always_comb begin
  case(diffX2)
    4'd0 :diffX2_square = 9'd0  ;
    4'd1 :diffX2_square = 9'd1  ;
    4'd2 :diffX2_square = 9'd4  ;
    4'd3 :diffX2_square = 9'd9  ;
    4'd4 :diffX2_square = 9'd16 ;
    4'd5 :diffX2_square = 9'd25 ;
    4'd6 :diffX2_square = 9'd36 ;
    4'd7 :diffX2_square = 9'd49 ;
    4'd8 :diffX2_square = 9'd64 ;
    4'd9 :diffX2_square = 9'd81 ;
    4'd10:diffX2_square = 9'd100;
    4'd11:diffX2_square = 9'd121;
    4'd12:diffX2_square = 9'd144;
    4'd13:diffX2_square = 9'd169;
    4'd14:diffX2_square = 9'd196;
    4'd15:diffX2_square = 9'd225;
  endcase
end
always_comb begin
  case(diffY2)
    4'd0 :diffY2_square = 9'd0  ;
    4'd1 :diffY2_square = 9'd1  ;
    4'd2 :diffY2_square = 9'd4  ;
    4'd3 :diffY2_square = 9'd9  ;
    4'd4 :diffY2_square = 9'd16 ;
    4'd5 :diffY2_square = 9'd25 ;
    4'd6 :diffY2_square = 9'd36 ;
    4'd7 :diffY2_square = 9'd49 ;
    4'd8 :diffY2_square = 9'd64 ;
    4'd9 :diffY2_square = 9'd81 ;
    4'd10:diffY2_square = 9'd100;
    4'd11:diffY2_square = 9'd121;
    4'd12:diffY2_square = 9'd144;
    4'd13:diffY2_square = 9'd169;
    4'd14:diffY2_square = 9'd196;
    4'd15:diffY2_square = 9'd225;
  endcase
end
always_comb begin
  diffX1_i = 4'd0;
  case(fstate)
    GETDATA:     diffX1_i = 4'd0;
    FIND1:       diffX1_i = coorX;
    FIND2:       diffX1_i = coorX1;
    FIXED1_FIND2:diffX1_i = coorX1;
    FIXED2_FIND1:diffX1_i = coorXTmp + coorX;
    default:     diffX1_i = 4'd0;
  endcase
end
always_comb begin
  diffY1_i = 4'd0;
  case(fstate)
    GETDATA:     diffY1_i = 4'd0;
    FIND1:       diffY1_i = coorY;
    FIND2:       diffY1_i = coorY1;
    FIXED1_FIND2:diffY1_i = coorY1;
    FIXED2_FIND1:diffY1_i = coorYTmp + coorY;
    default:     diffY1_i = 4'd0;
  endcase
end
always_comb begin
  diffX2_i = 4'd0;
  case(fstate)
    GETDATA:     diffX2_i = 4'd0;
    FIND1:       diffX2_i = 4'd0;
    FIND2:       diffX2_i = coorX;
    FIXED1_FIND2:diffX2_i = coorXTmp + coorX;
    FIXED2_FIND1:diffX2_i = coorX2;
    default:     diffX2_i = 4'd0;
  endcase
end
always_comb begin
  diffY2_i = 4'd0;
  case(fstate)
    GETDATA:     diffY2_i = 4'd0;
    FIND1:       diffY2_i = 4'd0;
    FIND2:       diffY2_i = coorY;
    FIXED1_FIND2:diffY2_i = coorYTmp + coorY;
    FIXED2_FIND1:diffY2_i = coorY2;
    default:     diffY2_i = 4'd0;
  endcase
end
always_ff@(posedge CLK or posedge RST)begin
  if(RST)for(integer i=0;i<40;i=i+1)arrX[i] <= 4'd0;
  else begin
    case(fstate)
      GETDATA:arrX[counter] <= X;
    endcase
  end
end
always_ff@(posedge CLK or posedge RST)begin
  if(RST)for(integer i=0;i<40;i=i+1)arrY[i] <= 4'd0;
  else begin
    case(fstate)
      GETDATA:arrY[counter] <= Y;
    endcase
  end
end
always_ff@(posedge CLK or posedge RST)begin
  if(RST)counter <= 6'd0;
  else begin
    case(fstate)
      GETDATA, FIND1, FIND2, FIXED1_FIND2, FIXED2_FIND1:begin
        if(counter < 6'd39)counter <= counter + 6'd1;
        else               counter <= 6'd0;
      end
    endcase
  end
end
always_ff@(posedge CLK or posedge RST)begin
  if(RST)acc_dot <= 6'd0;
  else begin
    case(fstate)
      GETDATA:acc_dot <= 6'd0;
      FIND1:begin
        if(dist_square1 <= 9'd16)acc_dot <= acc_dot + 6'd1;
      end
      FIND2:begin
        if(dist_square2 <= 8'd16 && dist_square1 > 9'd16)acc_dot <= acc_dot + 6'd1;
      end
      FIXED1_FIND2:begin
        if(dist_square2 <= 8'd16 && dist_square1 > 9'd16)acc_dot <= acc_dot + 6'd1;
      end
      FIXED2_FIND1:begin
        if(dist_square1 <= 8'd16 && dist_square2 > 9'd16)acc_dot <= acc_dot + 6'd1;
      end
      WAIT1, WAIT2, WAIT3, WAIT4:acc_dot <= 6'd0;
    endcase
  end
end
always_ff@(posedge CLK or posedge RST)begin
  if(RST)max_dot <= 6'd0;
  else begin
    case(fstate)
      GETDATA:max_dot <= 6'd0;
      WAIT1, WAIT2:begin
        if((&coorX) && (&coorY))max_dot <= 6'd0;
        else if(acc_dot >= max_dot)begin
          max_dot <= acc_dot;
        end
      end
      WAIT3, WAIT4:begin
        if(coorX == 4'd3 && coorY == 4'd3)max_dot <= 6'd0;
        else if(acc_dot >= max_dot)begin
          max_dot <= acc_dot;
        end
      end
    endcase
  end
end
always_ff@(posedge CLK or posedge RST)begin
  if(RST)begin
    coorXTmp <= 6'd0;
    coorYTmp <= 6'd0;
  end
  else begin
    case(fstate)
      GETDATA:begin
        coorXTmp <= 6'd0;
        coorYTmp <= 6'd0;
      end
      WAIT2:begin
        if((&coorX) && (&coorY))begin
          coorXTmp <= coorX2;
          coorYTmp <= coorY2;
        end
      end
      JUDGE:begin
        coorXTmp <= coorX2;
        coorYTmp <= coorY2;
      end
      WAIT3:begin
        if(coorX == 4'd3 && coorY == 4'd3)begin
          coorXTmp <= coorX1;
          coorYTmp <= coorY1;
        end
      end
    endcase
  end
end
always_ff@(posedge CLK or posedge RST)begin
  if(RST)begin
    coorX1 <= 6'd0;
    coorY1 <= 6'd0;
  end
  else begin
    case(fstate)
      GETDATA:begin
        coorX1 <= 6'd0;
        coorY1 <= 6'd0;
      end
      WAIT1:begin
        if(acc_dot >= max_dot)begin
          coorX1 <= coorX;
          coorY1 <= coorY;
        end
      end
      FIXED2_FIND1, WAIT4:begin
        if(acc_dot >= max_dot)begin
          coorX1 <= coorXTmp + coorX;
          coorY1 <= coorYTmp + coorY;
        end
      end
    endcase
  end
end
always_ff@(posedge CLK or posedge RST)begin
  if(RST)begin
    coorX2 <= 6'd0;
    coorY2 <= 6'd0;
  end
  else begin
    case(fstate)
      GETDATA:begin
        coorX2 <= 6'd0;
        coorY2 <= 6'd0;
      end
      WAIT2:begin
        if(acc_dot >= max_dot)begin
          coorX2 <= coorX;
          coorY2 <= coorY;
        end
      end
      FIXED1_FIND2, WAIT3:begin
        if(acc_dot >= max_dot)begin
          coorX2 <= coorXTmp + coorX;
          coorY2 <= coorYTmp + coorY;
        end
      end
    endcase
  end
end
always_ff@(posedge CLK or posedge RST)begin
  if(RST)coorX <= 4'd0;
  else begin
    case(fstate)
      GETDATA:coorX <= 4'd0;
      WAIT1:begin
        coorX <= coorX + 4'd1;
      end
      WAIT2:begin
        if((&coorX) && (&coorY))coorX <= 4'd13;
        else                    coorX <= coorX + 4'd1;
      end
      WAIT3, WAIT4:begin
        if(coorX == 4'd3 && coorY == 4'd3)coorX <= 4'd13;
        else if(coorX == 4'd3)            coorX <= 4'd13;
        else                              coorX <= coorX + 4'd1;
      end
    endcase
  end
end
always_ff@(posedge CLK or posedge RST)begin
  if(RST)coorY <= 4'd0;
  else begin
    case(fstate)
      GETDATA:coorY <= 4'd0;
      WAIT1:begin
        if(&coorX)begin
          coorY <= coorY + 4'd1;
        end
      end
      WAIT2:begin
        if((&coorX) && (&coorY))coorY <= 4'd13;
        else if(&coorX)coorY <= coorY + 4'd1;
      end
      WAIT3, WAIT4:begin
        if(coorX == 4'd3 && coorY == 4'd3)coorY <= 4'd13;
        else if(coorX == 4'd3)coorY <= coorY + 4'd1;
      end
    endcase
  end
end
always_ff@(posedge CLK or posedge RST)begin
  if(RST)begin
    coorX1_last <= 4'd0;
    coorY1_last <= 4'd0;
    coorX2_last <= 4'd0;
    coorY2_last <= 4'd0;
  end
  else begin
    case(fstate)
      JUDGE:begin
        coorX1_last <= coorX1;
        coorY1_last <= coorY1;
        coorX2_last <= coorX2;
        coorY2_last <= coorY2;
      end
    endcase
  end
end
always_ff@(posedge CLK or posedge RST)begin
  if(RST)fstate <= GETDATA;
  else begin
    unique case(fstate)
      GETDATA:begin
        if(counter == 6'd39)fstate <= FIND1;
        else                fstate <= GETDATA;
      end
      FIND1:begin
        if(counter == 6'd39)fstate <= WAIT1;
        else                fstate <= FIND1;
      end
      WAIT1:begin
        if((&coorX) && (&coorY))fstate <= FIND2;
        else                    fstate <= FIND1;
      end
      FIND2:begin
        if(counter == 6'd39)fstate <= WAIT2;
        else                fstate <= FIND2;
      end
      WAIT2:begin
        if((&coorX) && (&coorY))fstate <= FIXED1_FIND2;
        else                    fstate <= FIND2;
      end
      FIXED1_FIND2:begin
        if(counter == 6'd39)fstate <= WAIT3;
        else                fstate <= FIXED1_FIND2;
      end
      WAIT3:begin
        if(coorX == 4'd3 && coorY == 4'd3)fstate <= FIXED2_FIND1;
        else                              fstate <= FIXED1_FIND2;
      end
      FIXED2_FIND1:begin
        if(counter == 6'd39)fstate <= WAIT4;
        else                fstate <= FIXED2_FIND1;
      end
      WAIT4:begin
        if(coorX == 4'd3 && coorY == 4'd3)fstate <= JUDGE;
        else                              fstate <= FIXED2_FIND1;
      end
      JUDGE:begin
        if( 
          coorX1_last == coorX1 &&
          coorY1_last == coorY1 &&
          coorX2_last == coorX2 &&
          coorY2_last == coorY2
        )
        fstate <= FINISH;
        else fstate <= FIXED1_FIND2;
      end
      FINISH:begin
        fstate <= GETDATA;
      end
      default:begin
        fstate <= GETDATA;
      end
    endcase
  end
end
always_comb begin
  unique case(fstate)
    FINISH:begin
      C1X  = coorX1; 
      C1Y  = coorY1; 
      C2X  = coorX2; 
      C2Y  = coorY2; 
      DONE = 1'b1;
    end
    default:begin
      C1X  = 4'd0; 
      C1Y  = 4'd0; 
      C2X  = 4'd0; 
      C2Y  = 4'd0; 
      DONE = 1'b0;
    end
  endcase
end
endmodule
==> flow/run.sh <==
#!/bin/bash
# OpenROAD 26Q1-2900-gdf79404cd8, Yosys 0.63+post, stock flow scripts
make -C /OpenROAD-flow-scripts/flow DESIGN_CONFIG=/design/flow/config.mk WORK_HOME=/design/flow/orfs finish
==> flow/config.mk <==
export PLATFORM = sky130hd
export DESIGN_NAME = LASER
export DESIGN_NICKNAME = LASER
export VERILOG_FILES = /design/flow/design.v
export SDC_FILE = /design/flow/constraint.sdc
export NUM_CORES = 4
export LEC_CHECK = 1
export CORE_UTILIZATION = 50
==> flow/constraint.sdc <==
current_design LASER

set clk_period 14.7
set clk_io_pct 0.2

create_clock -name clk0 -period $clk_period [get_ports {CLK}]

set non_clock_inputs [all_inputs -no_clocks]
set_input_delay [expr $clk_period * $clk_io_pct] -clock clk0 $non_clock_inputs
set_output_delay [expr $clk_period * $clk_io_pct] -clock clk0 [all_outputs]
==> results.sh <==
# yosys + openroad results
export IMPL_peakVddDrop_v=0.0000853
export IMPL_fin_area_um2=23500
export IMPL_layout_top_cell="dfrtp_1"
export IMPL_postCtsSetupRepairBufs=0
export IMPL_path_clk_slew_ns=0.06
export IMPL_lay_top_cells="dfrtp_1, mux2_2, nand2_1"
export IMPL_place_area_um2=22000
export IMPL_max_cap_violations=0
export IMPL_place_inst=2380
export IMPL_fp_utilization=0.506
export IMPL_core_rowCount=75
export IMPL_clk_latency_ns=0.59
export IMPL_core_area_um2=41900
export IMPL_fin_util=0.562
export IMPL_status="finished clean"
export IMPL_slowest_delay_ns=0.97
export IMPL_cts_buffers=43
export IMPL_power_density_nw_per_um2=103
export IMPL_synthCells=1862
export IMPL_vias=15500
export IMPL_period_needed_ns=8.20
export IMPL_syn_avg_cell_area_um2=11.4
export IMPL_die_area_um2=43100
export IMPL_cts_buffer_depth=3
export IMPL_tightest_slew_ns=1.08
export IMPL_drt_iter0_drc=1204
export IMPL_die_w_um=208
export IMPL_ctsHoldBuffers=0
export IMPL_warnings=34
export IMPL_synth_seq_cells=397
export IMPL_die_h_um=208
export IMPL_final_setup_tns_ns=0
export IMPL_ys_area_um2=21200
export IMPL_drive_gt1_frac=0.264
export IMPL_async_flop_share=1.00
export IMPL_cpMostUsedCell="nor2_1"
export IMPL_post_drt_wl_per_cell_um=26.6
export IMPL_p_leak_nw=10.1
export IMPL_fin_cells=2458
export IMPL_worstPathRequired_ns=15.15
export IMPL_maxSlewViolCount=0
export IMPL_grtUsageTotal=0.326
export IMPL_crit_slowest_cell="or4_1"
export IMPL_finalCritPeriodShare=0.557
export IMPL_clock_sinks=397
export IMPL_ant_nets=0
export IMPL_grt_pass1_wl_um=100000
export IMPL_slew_headroom=0.279
export IMPL_drt_total_wl_um=65300
export IMPL_place_congestion=0.988
export IMPL_worstSetupStartpointType="register"
export IMPL_dr_pass1_iters=6
export IMPL_drc=0
export IMPL_h_tree_depth=2
export IMPL_area_growth_pct=11.1
export IMPL_crit_type="register to register"
export IMPL_arrival_ns=8.65
export IMPL_rsz0062_at_grt="false"
export IMPL_io_pins=27
export IMPL_hold_viol=0
export IMPL_grt_pass1_vias=15500
export IMPL_ys_cells=1862
export IMPL_ctsResizeCount=0
export IMPL_fmax_mhz=122
export IMPL_hold_ws_ns=0.494
export IMPL_viasPerCell=6.31
export IMPL_synth_area_um2=21200
export IMPL_grt_overflow=0
export IMPL_postSynthSeqShare=0.470
export IMPL_finalSetupViolCount=0
export IMPL_clockRootBuffer="clkbuf_16"
export IMPL_cp_max_fo=16
export IMPL_hp_class="register to register"
export IMPL_edf_count=0
export IMPL_dp_hpwl_um=45700
export IMPL_antenna_found_initial=0
export IMPL_fin_skew_ns=0.0254
export IMPL_io_buffers=26
export IMPL_antennaDiodeCount=0
export IMPL_grt_start_max_net_pins=82
export IMPL_tritoncts="done"
export IMPL_crit_path_end_kind="register"
export IMPL_ys_flop_type="dfrtp_1"
export IMPL_yosysUniqueCellTypes=97
export IMPL_yosysWarnings=3
sequential cells by signal, summed over array words and instances, names as in the netlist:
name	flops
max_dot	6
fstate	11
coorY1	4
coorYTmp	4
coorX1_last	4
coorY2	4
coorX2_last	4
coorX1	4
arrY	160
coorXTmp	4
counter	6
acc_dot	6
coorY1_last	4
coorY2_last	4
coorX	4
coorY	4
coorX2	4
arrX	160
where the power goes:
part | switching (mW) | leakage [nW] | internal, mW | total (mW)
registers | 0.0254 | 4.80 | 1.14 | 1.16
logic | 0.0902 | 4.57 | 0.0697 | 0.160
clock network | 0.450 | 0.715 | 0.653 | 1.10
synthesized netlist by cell type, types with 5 or more instances:
master     count  share of area
ha_1          51          0.030
nor4_1         8         0.0024
buf_2          7         0.0017
a222oi_1      13         0.0061
a22oi_1      102          0.036
a221o_1        5         0.0024
and3b_1        7         0.0029
nand3b_1       7         0.0025
nand3_1       43          0.010
or2_2         12         0.0035
xor2_1        14         0.0058
nand4_1       27         0.0080
a31oi_1        9         0.0027
nor3b_1        6         0.0021
nor2_1        68          0.012
buf_6          7         0.0037
dfrtp_1      396           0.47
mux2i_1       16         0.0076
buf_4          6         0.0021
fa_1           8         0.0076
and2_1        38          0.011
mux2_2       340           0.18
a21o_1        10         0.0035
clkbuf_1      74          0.013
xnor2_1       32          0.013
a2111oi_0     12         0.0050
nor2b_1       22         0.0065
and3_1        54          0.016
inv_1         48         0.0085
o21ai_1        5         0.0012
nand2b_1      11         0.0033
a221oi_1      15         0.0062
o21ai_0       59          0.014
a22o_1        30          0.012
nand2_1      137          0.024
a211oi_1       6         0.0021
buf_1          5        0.00089
nor3_1        19         0.0045
a21oi_1       27         0.0064
metrics by stage:
stage | setup slack (ns) | power (mW)
after floorplan | 0.722 | 1.30
after detailed placement | 6.55 | 1.34
after global routing | 5.86 | 2.51
after global placement | 6.56 | 1.34
after CTS | 6.54 | 2.45
final | 6.50 | 2.43
routing by layer:
layer / vias to the layer above / global-route usage / part of all wire
li1: 6968 / - / -
met1: 7798 / 0.469 / 0.41
met2: 567 / 0.497 / 0.47
met3: 174 / 0.0617 / 0.065
met4: 0 / 0.154 / 0.061
met5: - / 0 / 0
worst max-delay path: cells and delay by family (launching register included):
family | cells | cell delay, ns
xor gates and xnor gates | 2 | 0.30
muxes | 1 | 0.53
and+or+nand+nor | 11 | 2.60
adders and majority gates | 4 | 1.37
DFF | 1 | 0.40
AOI/OAI and AO/OA | 9 | 2.34
buffers and inverters | 4 | 0.52
cell type report:
| class | count | area (µm²) |
|---|---|---|
| multi-input combinational | 1317 | 10600 |
| inverter | 49 | 191 |
| timing repair buffer | 78 | 651 |
| sequential | 397 | 9940 |
| tap | 539 | 674 |
| clock inverter | 11 | 150 |
| clock buffer | 67 | 1320 |
| fill | 3470 | 18300 |
final timing paths:
kind                             start        endpoint  slack (ns)  cells after the start
min reg2reg                arrX[26][2]     arrX[26][2]        0.49                      1
min in group asynchronous          RST  coorY2_last[2]        2.85                      2
max                         counter[1]      acc_dot[5]        6.50                     31
max reg2reg                 counter[1]      acc_dot[5]        6.50                     31
max in group asynchronous          RST     arrY[25][2]        9.33                      5
min                        arrX[26][2]     arrX[26][2]        0.49                      1
logic make-up (layout without fill, tap and decap cells):
family,count (synthesis),in the layout,synth area share
AND/OR/NAND/NOR,502,502,0.128
flip-flops,397,397,0.470
multiplexers,358,358,0.190
AND-OR/OR-AND,347,347,0.123
buffers and inverters,148,205,0.0302
adder cells (fa/ha/maj),63,63,0.0396
XOR/XNOR,47,47,0.0198
Power is estimated from default activity; no workload was simulated.

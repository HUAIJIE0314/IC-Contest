$ cat /design/flow/config.mk
export PLATFORM = sky130hd
export DESIGN_NAME = JAM
export DESIGN_NICKNAME = JAM
export VERILOG_FILES = /design/flow/design.v
export SDC_FILE = /design/flow/constraint.sdc
export NUM_CORES = 4
export LEC_CHECK = 1
export CORE_UTILIZATION = 40
$ cat /design/flow/constraint.sdc
current_design JAM

set clk_period 16.8
set clk_io_pct 0.2

create_clock -name clk0 -period $clk_period [get_ports {CLK}]

set non_clock_inputs [all_inputs -no_clocks]
set_input_delay [expr $clk_period * $clk_io_pct] -clock clk0 $non_clock_inputs
set_output_delay [expr $clk_period * $clk_io_pct] -clock clk0 [all_outputs]
$ cat /design/flow/design.v
module JAM (
input              CLK,
input              RST,
output logic [2:0] W,
output logic [2:0] J,
input        [6:0] Cost,
output logic [3:0] MatchCount,
output logic [8:0] MinCost,
output logic       Valid
);
logic [3:0] count_read;   
logic [2:0] arr [7:0];     
logic [9:0] roundCost;    
logic [2:0] P1;
logic [2:0] P2;
logic [2:0] P1_reg;
logic [2:0] P2_reg;
logic [2:0] beforeSort [7:0];
logic [2:0] afterSort [7:0];
logic [2:0] sortMin;
logic [9:0] roundCost_add_Cost;
logic LoopFinish;
assign roundCost_add_Cost = roundCost + Cost;
assign LoopFinish = (arr[0] == 3'd7) &&
                    (arr[1] == 3'd6) &&
                    (arr[2] == 3'd5) &&
                    (arr[3] == 3'd4) &&
                    (arr[4] == 3'd3) &&
                    (arr[5] == 3'd2) &&
                    (arr[6] == 3'd1) &&
                    (arr[7] == 3'd0) ;
genvar idx;
generate
    for(idx=0;idx<8;idx=idx+1)begin:instanceSomething
        setNumber setNumber(
            .selfIdx   (idx[2:0]),
            .self_value(arr[idx]),
            .P1_i      (P1),
            .P1_value  (arr[P1]),
            .number_o  (beforeSort[idx])
        );
    end
endgenerate
sort8 sort8(
  .in1 (beforeSort[0]),
  .in2 (beforeSort[1]),
  .in3 (beforeSort[2]),
  .in4 (beforeSort[3]),
  .in5 (beforeSort[4]),
  .in6 (beforeSort[5]),
  .in7 (beforeSort[6]),
  .in8 (beforeSort[7]),
  .out1( afterSort[0]),
  .out2( afterSort[1]),
  .out3( afterSort[2]),
  .out4( afterSort[3]),
  .out5( afterSort[4]),
  .out6( afterSort[5]),
  .out7( afterSort[6]),
  .out8( afterSort[7])
);
assign sortMin = afterSort[0];
typedef enum logic [2:0] {
    RESET, SWITCH, LIST, READ, FINISH
} fsm;
fsm state;
always_ff @(posedge CLK or posedge RST) begin
    if (RST) begin
        arr[0] <= 3'd0;
        arr[1] <= 3'd1;
        arr[2] <= 3'd2;
        arr[3] <= 3'd3;
        arr[4] <= 3'd4;
        arr[5] <= 3'd5;
        arr[6] <= 3'd6;
        arr[7] <= 3'd7;
    end
    else if (state == SWITCH) begin
        arr[P1] <= arr[P2];
        arr[P2] <= arr[P1];
    end
    else if (state == LIST) begin
        case (P1_reg)
            'd0: begin
                arr[1] <= arr[7];
                arr[7] <= arr[1];
                arr[2] <= arr[6];
                arr[6] <= arr[2];
                arr[3] <= arr[5];
                arr[5] <= arr[3];
            end
            'd1: begin
                arr[2] <= arr[7];
                arr[7] <= arr[2];
                arr[3] <= arr[6];
                arr[6] <= arr[3];
                arr[4] <= arr[5];
                arr[5] <= arr[4];
            end
            'd2: begin
                arr[3] <= arr[7];
                arr[7] <= arr[3];
                arr[4] <= arr[6];
                arr[6] <= arr[4];
            end
            'd3: begin
                arr[4] <= arr[7];
                arr[7] <= arr[4];
                arr[5] <= arr[6];
                arr[6] <= arr[5];
            end
            'd4: begin
                arr[5] <= arr[7];
                arr[7] <= arr[5];
            end
            'd5: begin
                arr[6] <= arr[7];
                arr[7] <= arr[6];
            end
        endcase
    end
    else begin
        arr[0] <= arr[0];
        arr[1] <= arr[1];
        arr[2] <= arr[2];
        arr[3] <= arr[3];
        arr[4] <= arr[4];
        arr[5] <= arr[5];
        arr[6] <= arr[6];
        arr[7] <= arr[7];
    end
end
always_comb begin
    if (arr[7] > arr[6])      P1 = 3'd6;
    else if (arr[6] > arr[5]) P1 = 3'd5;
    else if (arr[5] > arr[4]) P1 = 3'd4;
    else if (arr[4] > arr[3]) P1 = 3'd3;
    else if (arr[3] > arr[2]) P1 = 3'd2;
    else if (arr[2] > arr[1]) P1 = 3'd1;
    else if (arr[1] > arr[0]) P1 = 3'd0;
    else                      P1 = 3'd0;
end
always_comb begin
    if      (arr[7] == sortMin) P2 = 3'd7;
    else if (arr[6] == sortMin) P2 = 3'd6;
    else if (arr[5] == sortMin) P2 = 3'd5;
    else if (arr[4] == sortMin) P2 = 3'd4;
    else if (arr[3] == sortMin) P2 = 3'd3;
    else if (arr[2] == sortMin) P2 = 3'd2;
    else if (arr[1] == sortMin) P2 = 3'd1;
    else                        P2 = 3'd0;
end
always_ff @(posedge CLK or posedge RST) begin
    if (RST)
        state <= RESET;
    else begin
        case (state)
            RESET:
                state <= SWITCH;
            SWITCH:
                state <= LIST;
            LIST:
                state <= READ;
            READ:
                if(count_read == 4'd8 || (roundCost_add_Cost > MinCost && count_read > 4'd1) )begin
                    if(LoopFinish)state <= FINISH;
                    else          state <= SWITCH;
                end
                else state <= READ;
            FINISH:
                state <= RESET;
            default:
                state <= RESET;
        endcase
    end
end
always_ff @(posedge CLK or posedge RST) begin
    if (RST)
        count_read <= 4'd0;
    else if (state == SWITCH)
        count_read <= 4'd0;
    else if (state == READ)
        count_read <= count_read + 4'd1;
    else
        count_read <= count_read;
end
always_ff @(posedge CLK or posedge RST) begin
    if (RST)P1_reg <= 3'd0;
    else if(state == SWITCH)P1_reg <= P1;
end
always_ff @(posedge CLK or posedge RST) begin
    if (RST)P2_reg <= 3'd0;
    else if(state == SWITCH)P2_reg <= P2;
end
always_comb begin
    if (state == READ) begin
        W = count_read;
        J = (count_read == 4'd8)?(3'd0):(arr[count_read]);
    end
    else begin
        W = 3'd0;
        J = 3'd0;
    end
end
always_ff @(posedge CLK or posedge RST) begin
    if (RST)
        roundCost <= 10'd0;
    else if (count_read == 4'd1 && state == READ)
        roundCost <= Cost;
    else if (state == READ)
        roundCost <= roundCost_add_Cost;
    else
        roundCost <= roundCost;
end
always_ff @(posedge CLK or posedge RST) begin
    if (RST)MinCost <= 9'd511;
    else if(state == RESET)MinCost <= 9'd511;
    else if (count_read == 4'd8 && state == READ && roundCost_add_Cost < MinCost)MinCost <= roundCost_add_Cost; 
end
always_ff @(posedge CLK or posedge RST) begin
    if (RST)MatchCount <= 4'd0;
    else if(state == RESET)MatchCount <= 4'd0;
    else if (count_read == 4'd8 && state == READ)begin
        if(roundCost_add_Cost < MinCost)MatchCount <= 4'd1;
        else if(roundCost_add_Cost == MinCost)MatchCount <= MatchCount + 4'd1;
    end 
end
assign Valid = (state == FINISH);
endmodule
module setNumber(
    input  [2:0] selfIdx,
    input  [2:0] self_value,
    input  [2:0] P1_i,
    input  [2:0] P1_value,
    output logic [2:0] number_o
);
always_comb begin
    if(selfIdx <= P1_i)number_o = 3'd7;
    else begin
        if(self_value > P1_value)number_o = self_value;
        else                     number_o = 3'd7;
    end
end
endmodule
module sort2(
  input         [2:0] in1 ,
  input         [2:0] in2 ,
  output logic  [2:0] out1,
  output logic  [2:0] out2
);
always_comb begin
    if(in1 < in2)begin
        out1 = in1;
        out2 = in2;
    end
    else begin
        out1 = in2;
        out2 = in1;
    end
end
endmodule
module sort4(
  input         [2:0] in1 ,
  input         [2:0] in2 ,
  input         [2:0] in3 ,
  input         [2:0] in4 ,
  output logic  [2:0] out1,
  output logic  [2:0] out2,
  output logic  [2:0] out3,
  output logic  [2:0] out4
);
logic  [2:0] stage1_1;
logic  [2:0] stage1_2;
logic  [2:0] stage1_3;
logic  [2:0] stage1_4;
sort2 S1_1(
    .in1 (in1),
    .in2 (in2),
    .out1(stage1_1),
    .out2(stage1_2)
);
sort2 S1_2(
    .in1 (in3),
    .in2 (in4),
    .out1(stage1_3),
    .out2(stage1_4)
);
logic  [2:0] stage2_1;
logic  [2:0] stage2_2;
logic  [2:0] stage2_3;
logic  [2:0] stage2_4;
sort2 S2_1(
    .in1 (stage1_1),
    .in2 (stage1_3),
    .out1(stage2_1),
    .out2(stage2_2)
);
sort2 S2_2(
    .in1 (stage1_2),
    .in2 (stage1_4),
    .out1(stage2_3),
    .out2(stage2_4)
);
logic  [2:0] stage3_1;
logic  [2:0] stage3_2;
sort2 S3_1(
    .in1 (stage2_2),
    .in2 (stage2_3),
    .out1(stage3_1),
    .out2(stage3_2)
);
assign out1 = stage2_1;
assign out2 = stage3_1;
assign out3 = stage3_2;
assign out4 = stage2_4;
endmodule
module sort8(
  input         [2:0] in1 ,
  input         [2:0] in2 ,
  input         [2:0] in3 ,
  input         [2:0] in4 ,
  input         [2:0] in5 ,
  input         [2:0] in6 ,
  input         [2:0] in7 ,
  input         [2:0] in8 ,
  output logic  [2:0] out1,
  output logic  [2:0] out2,
  output logic  [2:0] out3,
  output logic  [2:0] out4,
  output logic  [2:0] out5,
  output logic  [2:0] out6,
  output logic  [2:0] out7,
  output logic  [2:0] out8
);
logic  [2:0] stage1_1;
logic  [2:0] stage1_2;
logic  [2:0] stage1_3;
logic  [2:0] stage1_4;
logic  [2:0] stage1_5;
logic  [2:0] stage1_6;
logic  [2:0] stage1_7;
logic  [2:0] stage1_8;
sort2 S1_1(
    .in1 (in1),
    .in2 (in2),
    .out1(stage1_1),
    .out2(stage1_2)
);
sort2 S1_2(
    .in1 (in3),
    .in2 (in4),
    .out1(stage1_3),
    .out2(stage1_4)
);
sort2 S1_3(
    .in1 (in5),
    .in2 (in6),
    .out1(stage1_5),
    .out2(stage1_6)
);
sort2 S1_4(
    .in1 (in7),
    .in2 (in8),
    .out1(stage1_7),
    .out2(stage1_8)
);
logic  [2:0] stage2_1;
logic  [2:0] stage2_2;
logic  [2:0] stage2_3;
logic  [2:0] stage2_4;
logic  [2:0] stage2_5;
logic  [2:0] stage2_6;
logic  [2:0] stage2_7;
logic  [2:0] stage2_8;
sort4 S2_1(
    .in1 (stage1_1),
    .in2 (stage1_3),
    .in3 (stage1_5),
    .in4 (stage1_7),
    .out1(stage2_1),
    .out2(stage2_2),
    .out3(stage2_3),
    .out4(stage2_4)
);
sort4 S2_2(
    .in1 (stage1_2),
    .in2 (stage1_4),
    .in3 (stage1_6),
    .in4 (stage1_8),
    .out1(stage2_5),
    .out2(stage2_6),
    .out3(stage2_7),
    .out4(stage2_8)
);
logic  [2:0] stage3_1;
logic  [2:0] stage3_2;
logic  [2:0] stage3_3;
logic  [2:0] stage3_4;
logic  [2:0] stage3_5;
logic  [2:0] stage3_6;
sort2 S3_1(
    .in1 (stage2_2),
    .in2 (stage2_5),
    .out1(stage3_1),
    .out2(stage3_2)
);
sort2 S3_2(
    .in1 (stage2_3),
    .in2 (stage2_6),
    .out1(stage3_3),
    .out2(stage3_4)
);
sort2 S3_3(
    .in1 (stage2_4),
    .in2 (stage2_7),
    .out1(stage3_5),
    .out2(stage3_6)
);
logic  [2:0] stage4_1;
logic  [2:0] stage4_2;
logic  [2:0] stage4_3;
logic  [2:0] stage4_4;
sort4 S4_1(
    .in1 (stage2_2),
    .in2 (stage2_3),
    .in3 (stage2_4),
    .in4 (stage2_5),
    .out1(stage4_1),
    .out2(stage4_2),
    .out3(stage4_3),
    .out4(stage4_4)
);
assign out1 = stage2_1;
assign out2 = stage3_1;
assign out3 = stage4_1;
assign out4 = stage4_2;
assign out5 = stage4_3;
assign out6 = stage4_4;
assign out7 = stage3_6;
assign out8 = stage2_8;
endmodule
$ cat /design/flow/run.sh
#!/bin/bash
# OpenROAD 26Q1-2900-gdf79404cd8, Yosys 0.63+post, stock flow scripts
make -C /OpenROAD-flow-scripts/flow DESIGN_CONFIG=/design/flow/config.mk WORK_HOME=/design/flow/orfs finish
==> results_slide.txt <==
Synthesis and Place & Route Summary

Finish
  – Max reg flops: 24
  – Biggest regs: arr: 24 flops, roundCost: 10 flops, MinCost: 9 flops
  – Largest Register: arr
  – Share of post-route cells with drive strength above 1: a little over a tenth
  – Commonest non-fill, non-tap cells in the layout: 84 x ha_1, 81 x nor2_1, 71 x nand2_1
  – Filler instances: about 1700
  – Post-route cell area: 8040 um2
  – Area Growth Syn to Fin: 11.4%
  – Dominant logic cell type in the layout: ha_1

GRT
  – Vias in the first global route: between 6000 and 7000
  – Grt ovf: 0
  – Gr usage total: just under 30%
  – Pin count of the biggest net entering global routing: around 50
  – Gr busiest metal: met1
  – First-pass GRT wire length: around 39 mm
  – Routing usage on met2: a little under two fifths
  – Met1 usage: between 40% and 50%
  – GRT met3 Usage: 10.1%
  – Initial antenna violation count: 0

Logic synthesis
  – Area share, top type: between 10% and 20%
  – Area reported by Yosys stat: 7210 um2
  – Top cells by area: ha_1 15%, dfrtp_1 14%, dfstp_2 8.4%
  – Number of synthesized flops with an enable pin: 0
  – Syn_area_per_cell: a little under 8 um2
  – #FFs+latches synth: 62
  – Mapped Area: roughly 7200 um2
  – Post-synthesis async set-or-reset flop share: roughly 100%
  – Yosys warns: 7
  – Distinct lib cells used: 89
  – Most common reg cell: dfrtp_1
  – Leading area contributor after synthesis: ha_1
  – Synthesized instance count: slightly above 900
  – Seq share, synth: 21.9%
  – # Cells Yosys: just over 900

Die
  – Die Y: 136 um
  – Die area: ~19000 um2
  – Die W: between 100 and 150 um
  – I/O Pins: 29
  – Core Area: approximately 17000 um2
  – Site row count: around 48
  – FP Core Util: 41.3%

Setup path
  – Crit path capture type: flip-flop
  – Most used cell, CP: nor2_1
  – CP max stage cell: nor4_1
  – Critical Path AT: approximately 11 ns
  – Maximum fanout along the worst path: 11
  – Worst R2R Path Depth: 38
  – Crit Path Category: reg -> reg
  – Startpoint Class: flip-flop
  – CP required: 16.99 ns
  – CP peak stage delay: 0.82 ns

Clock tree
  – TritonCTS clock tree: yes
  – Largest buffer count on any clock path: 2
  – CTS clk-pin slew, worst paths: 0.06 ns
  – # resized after CTS: 0
  – # clock sinks: around 62
  – CTS Buf Count: 9
  – CTS root buffer: clkbuf_16
  – # H-tree levels: 3
  – Post-CTS Repair Setup Buffers: 0
  – Clk ins delay skew pair: around 0.34 ns
  – # hold bufs at CTS: 0

Final timing
  – Max Fclk: slightly above 0.09 GHz
  – # setup viols final: 0
  – Fin crit share: roughly 65%
  – Total negative slack: 0 ns
  – Slew Limit Fails: 0
  – Tmin final: between 10 and 15 ns
  – Clock Skews: approximately 0.0065 ns
  – RSZ-0062 raised after global routing: no
  – Tightest Pin Transition: around 0.95 ns
  – Hold Fails Final Rpt: 0
  – Rel. slew slack: a little over a third

Route
  – Initial DRC Count: slightly below 800
  – Vias per cell: roughly 6.4
  – Drt wl/cell: roughly 23 um
  – Antenna diodes: 0
  – Vias: about 7300
  – DR DRC count: 0
  – 1st-pass router iterations: 8
  – Number of routed nets with antenna violations: 0
  – Final WL: about 26 mm

Worst hold path
  – Hold Path Depth: 0
  – Hold Crit Class: reg -> reg

Place
  – Routability Congestion: 1.00
  – Post-DP HPWL: approximately 19 mm
  – Area after DPL: between 7000 and 8000 um2
  – PortBufs: 28

Status
  – Outcome: complete, no violations

Job
  – Max_cap viols: 0
  – Tool Warnings: 37
## cell families after synthesis
| kind of cell | Yosys count | share of synthesized area, % |
|---|---|---|
| other | 1 | 0.0520 |
| AND-OR/OR-AND | 314 | 31.7 |
| buffers and inverters | 116 | 6.07 |
| XOR/XNOR | 22 | 2.67 |
| AND/OR/NAND/NOR | 285 | 19.7 |
| flip-flops | 62 | 21.9 |
| multiplexers | 21 | 3.04 |
| adder cells (fa/ha/maj) | 85 | 14.9 |
## metal layers
metal / vias to the layer above / part of all wire (%)
li1: 3438 / -
met2: 387 / 39
met5: - / 0
met1: 3416 / 47
met3: 62 / 11
met4: 0 / 2.7
## final cells by class
type                            instances  area [um2]  area share (%)
Clock buffer                            9         225            2.80
Inverter                               72         270            3.36
Tap cell                              225         282            3.50
Sequential cell                        62        1580            19.7
Clock inverter                          7        81.3            1.01
Timing Repair Buffer                   42         385            4.80
Multi-Input combinational cell        730        5210            64.9
## cells in the mapped netlist, drive strengths merged (8+ instances only)
| master | n |
|---|---|
| a211oi | 17 |
| dfstp | 23 |
| o22ai | 15 |
| a21oi | 55 |
| nor3 | 20 |
| and3 | 9 |
| xnor2 | 15 |
| o31ai | 9 |
| inv | 70 |
| dfrtp | 39 |
| a31oi | 9 |
| clkbuf | 41 |
| a21o | 10 |
| nor2b | 11 |
| mux2i | 17 |
| a221oi | 15 |
| or3 | 9 |
| nand2 | 71 |
| o211ai | 22 |
| nand4 | 8 |
| and2 | 9 |
| nor2 | 85 |
| a22oi | 16 |
| ha | 84 |
| nor4 | 13 |
| nand3 | 32 |
| o21a | 12 |
| o21ai | 51 |
## path summary, 6_finish.rpt
kind	start	slack [ns]	to
setup / recovery	arr[3][1]	5.94	arr[3][2]
hold / removal	state[1]	0.40	state[0]
setup reg to reg	arr[3][1]	5.94	arr[3][2]
hold reg to reg	state[1]	0.40	state[0]
max in group asynchronous	RST	12.49	arr[1][0]
min in group asynchronous	RST	3.41	arr[4][0]
## critical path, delay by kind of cell, from the launching register on
family	cells	cell delay, ns
AND-OR/OR-AND	15	3.93
XOR/XNOR	1	0.23
adder cells (fa/ha/maj)	5	1.50
buffers and inverters	4	0.64
flip-flops	1	0.74
AND/OR/NAND/NOR	13	3.64
## through the flow
step	hold slack [ns]	setup WS, ns	utilization, %	cells
floorplan	0.333	7.49	-	908
global placement	0.389	6.12	44.2	1131
detailed placement	0.388	6.35	44.2	1131
CTS	0.400	6.29	46.0	1147
global route	0.411	5.49	46.0	1147
finish	0.395	5.94	46.0	1147

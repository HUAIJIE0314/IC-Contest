==> ./constraint.sdc <==
current_design LCD_CTRL

set clk_period 39.3
set clk_io_pct 0.2

create_clock -name clk0 -period $clk_period [get_ports {clk}]

set non_clock_inputs [all_inputs -no_clocks]
set_input_delay [expr $clk_period * $clk_io_pct] -clock clk0 $non_clock_inputs
set_output_delay [expr $clk_period * $clk_io_pct] -clock clk0 [all_outputs]
==> ./config.mk <==
export PLATFORM = sky130hd
export DESIGN_NAME = LCD_CTRL
export DESIGN_NICKNAME = LCD_CTRL
export VERILOG_FILES = /design/flow/design.v
export SDC_FILE = /design/flow/constraint.sdc
export NUM_CORES = 4
export LEC_CHECK = 1
export CORE_UTILIZATION = 40
==> ./run.sh <==
#!/bin/bash
# OpenROAD 26Q1-2900-gdf79404cd8, Yosys 0.63+post, stock flow scripts
make -C /OpenROAD-flow-scripts/flow DESIGN_CONFIG=/design/flow/config.mk WORK_HOME=/design/flow/orfs finish
==> ./design.v <==
module LCD_CTRL(
  clk, 
  reset, 
  cmd, 
  cmd_valid, 
  IROM_Q,
  IROM_rd,
  IROM_A, 
  IRAM_valid,
  IRAM_D,
  IRAM_A, 
  busy, 
  done
);
input                clk;
input              reset;
input  [3:0]         cmd;
input          cmd_valid;
input  [7:0]      IROM_Q;
output           IROM_rd;
output [5:0]      IROM_A;
output        IRAM_valid;
output [7:0]      IRAM_D;
output [5:0]      IRAM_A;
output              busy;
output              done;
reg              IROM_rd;
reg    [5:0]      IROM_A;
reg    [7:0]      IRAM_D;
reg    [5:0]      IRAM_A;
reg           IRAM_valid;
reg                 busy;
reg                 done;
localparam IDLE      = 3'd0;
localparam READROM   = 3'd1;
localparam READCMD   = 3'd2;
localparam PROC      = 3'd3;
localparam WRITERAM  = 3'd4;
localparam FINISH    = 3'd5;  
reg  [2:0]     fstate;
reg  [2:0]      coorX;
reg  [2:0]      coorY;
reg  [3:0]     cmdReg;
reg  [7:0] map [63:0];
integer             i;
wire [2:0]    coorX_L;
wire [2:0]    coorY_U;
wire [7:0]        pt0;
wire [7:0]        pt1;
wire [7:0]        pt2;
wire [7:0]        pt3;
wire [7:0]    minTmp1;
wire [7:0]    minTmp2;
wire [7:0]        min;
wire [7:0]    maxTmp1;
wire [7:0]    maxTmp2;
wire [7:0]        max;
wire [9:0]        avg;
assign coorX_L = coorX - 3'd1;
assign coorY_U = coorY - 3'd1;
assign pt0 = map[{coorY_U, coorX_L}];
assign pt1 = map[{coorY_U, coorX  }];
assign pt2 = map[{coorY  , coorX_L}];
assign pt3 = map[{coorY  , coorX  }];
assign minTmp1 = (pt0 < pt1)?(pt0):(pt1);
assign minTmp2 = (pt2 < pt3)?(pt2):(pt3);
assign min     = (minTmp1 < minTmp2)?(minTmp1):(minTmp2);
assign maxTmp1 = (pt0 > pt1)?(pt0):(pt1);
assign maxTmp2 = (pt2 > pt3)?(pt2):(pt3);
assign max     = (maxTmp1 > maxTmp2)?(maxTmp1):(maxTmp2);
assign avg = (pt0 + pt1 + pt2 + pt3) >> 2;
always@(posedge clk or posedge reset)begin
  if(reset)cmdReg <= 4'd0;
  else begin
    if(cmd_valid)cmdReg <= cmd;
  end
end
always@(posedge clk or posedge reset)begin
  if(reset)coorX <= 3'd4;
  else if(fstate == PROC)begin
    case(cmdReg)
      4'd3:if(coorX > 3'd1)coorX <= coorX - 3'd1;
      4'd4:if(coorX < 3'd7)coorX <= coorX + 3'd1;
    endcase
  end
end
always@(posedge clk or posedge reset)begin
  if(reset)coorY <= 3'd4;
  else if(fstate == PROC)begin
    case(cmdReg)
      4'd1:if(coorY > 3'd1)coorY <= coorY - 3'd1;
      4'd2:if(coorY < 3'd7)coorY <= coorY + 3'd1;
    endcase
  end
end
always@(posedge clk or posedge reset)begin
  if(reset)busy <= 1'b1;
  else begin
    case(fstate)
      READROM:begin
        if(IROM_A == 6'd62)busy  <= 1'b0;
        else               busy  <= 1'b1;
      end
      PROC:busy  <= 1'b0;
      FINISH: busy  <= 1'b0;
      default:busy  <= 1'b1;
    endcase
  end
end
always@(posedge clk or posedge reset)begin
  if(reset)IROM_A <= 6'd0;
  else if(fstate == READROM)begin
    if(IROM_A < 6'd63)IROM_A <= IROM_A + 6'd1;
    else              IROM_A <= 6'd0;
  end
end
always@(posedge clk or posedge reset)begin
  if(reset)begin
    for(i=0;i<64;i=i+1)map[i] <= 8'd0;
  end
  else if(IROM_rd)map[IROM_A] <= IROM_Q;
  else if(fstate == PROC)begin
    case(cmdReg)
      4'd5:begin 
        map[{coorY_U, coorX_L}] <= max;
        map[{coorY_U, coorX  }] <= max;
        map[{coorY  , coorX_L}] <= max;
        map[{coorY  , coorX  }] <= max;
      end
      4'd6:begin 
        map[{coorY_U, coorX_L}] <= min;
        map[{coorY_U, coorX  }] <= min;
        map[{coorY  , coorX_L}] <= min;
        map[{coorY  , coorX  }] <= min;
      end
      4'd7:begin 
        map[{coorY_U, coorX_L}] <= avg;
        map[{coorY_U, coorX  }] <= avg;
        map[{coorY  , coorX_L}] <= avg;
        map[{coorY  , coorX  }] <= avg;
      end
      4'd8:begin 
        map[{coorY_U, coorX_L}] <= pt1;
        map[{coorY_U, coorX  }] <= pt3;
        map[{coorY  , coorX_L}] <= pt0;
        map[{coorY  , coorX  }] <= pt2;
      end
      4'd9:begin 
        map[{coorY_U, coorX_L}] <= pt2;
        map[{coorY_U, coorX  }] <= pt0;
        map[{coorY  , coorX_L}] <= pt3;
        map[{coorY  , coorX  }] <= pt1;
      end
      4'd10:begin 
        map[{coorY_U, coorX_L}] <= pt2;
        map[{coorY_U, coorX  }] <= pt3;
        map[{coorY  , coorX_L}] <= pt0;
        map[{coorY  , coorX  }] <= pt1;
      end
      4'd11:begin 
        map[{coorY_U, coorX_L}] <= pt1;
        map[{coorY_U, coorX  }] <= pt0;
        map[{coorY  , coorX_L}] <= pt3;
        map[{coorY  , coorX  }] <= pt2;
      end
    endcase
  end
end
always@(posedge clk or posedge reset)begin
  if(reset)IRAM_A <= 6'd0;
  else if(fstate == WRITERAM)begin
    if(IRAM_A < 6'd63)IRAM_A <= IRAM_A + 6'd1;
    else              IRAM_A <= 6'd0;
  end
end
always@(posedge clk or posedge reset)begin
  if(reset)fstate <= IDLE;
  else begin
    case(fstate)
      IDLE:begin
        fstate <= READROM;
      end
      READROM:begin
        if(IROM_A == 6'd63)fstate <= READCMD;
        else               fstate <= READROM;
      end
      READCMD:begin
        if(cmdReg == 4'd0)fstate <= WRITERAM;
        else              fstate <= PROC;
      end
      PROC:begin
        fstate <= READCMD;
      end
      WRITERAM:begin
        if(IRAM_A == 6'd63)fstate <= FINISH;
        else               fstate <= WRITERAM;
      end
      FINISH:begin
        fstate <= IDLE;
      end
      default:fstate <= IDLE;
    endcase
  end
end
always@(*)begin
  case(fstate)
    IDLE:begin
      done       = 1'b0;
      IROM_rd    = 1'b0;
      IRAM_D     = 6'd0;
      IRAM_valid = 1'b0;
    end
    READROM:begin
      done       = 1'b0;
      IROM_rd    = 1'b1;
      IRAM_D     = 6'd0;
      IRAM_valid = 1'b0;
    end
    READCMD:begin
      done       = 1'b0;
      IROM_rd    = 1'b0;
      IRAM_D     = 6'd0;
      IRAM_valid = 1'b0;
    end
    PROC:begin
      done       = 1'b0;
      IROM_rd    = 1'b0;
      IRAM_D     = 6'd0;
      IRAM_valid = 1'b0;
    end
    WRITERAM:begin
      done       = 1'b0;
      IROM_rd    = 1'b0;
      IRAM_D     = map[IRAM_A];
      IRAM_valid = 1'b1;
    end
    FINISH:begin
      done       = 1'b1;
      IROM_rd    = 1'b0;
      IRAM_D     = 6'd0;
      IRAM_valid = 1'b0;
    end
    default:begin
      done       = 1'b0;
      IROM_rd    = 1'b0;
      IRAM_D     = 6'd0;
      IRAM_valid = 1'b0;
    end
  endcase
end
endmodule
==> results.yml <==
# physical design summary
floorplan:
  std_cell_rows: 187
  die_width_um: 513
  ioPinCount: 39
  fp_util: 0.402
  fp.dieH_um: 513
cts:
  clockRootBuffer: "clkbuf_16"
  cts_buffers: 87
  cts_setup_buffers: 0
  cts-resized-gates: 0
  ctsHoldBuffers: 0
  clk_path_buf_depth: 4
  htreeDepth: 3
  cts.sink_count: 541
yosys:
  synth_cells: 16700
  ff_type: "dfrtp_1"
  yosysSeqAreaShare: 0.130
  yosys-stat-area_sq_mm: 0.104
  synth_flops: 541
  ys_warn_count: 2
  synth.yosys.num_cells: 16700
  ys_types: 102
  syn-cell-area_sq_mm: 0.104
  async_reset_ff_frac: 1.00
  edf_count: 0
  syn-mean-instance-area_sq_um: 6.25
grt:
  grt_max_degree: 92
  grt_pass1_wl_mm: 1980
  grt_pass1_vias: 192000
  grt-ovfl-total: 32000
  track_usage: 1.12
outcome:
  stop_stage: "5_1_grt"
  stop_error: "[ERROR GRT-0116] Global routing finished with congestion. Check the congestion regions in the DRC Viewer."
  run_status: "aborted with a tool error"
placement:
  dp_hpwl_mm: 1050
  gp_congestion: 1.73
  dp.cells: 19700
  portBuffers: 38
  place_area_sq_mm: 0.116
[kinds of logic after synthesis]
group / after synthesis / synth area share
AOI/OAI and AO/OA: 8395 / 0.521
xor gates and xnor gates: 19 / 0.00188
adders and majority gates: 78 / 0.0105
buffers and inverters: 2303 / 0.0897
DFF: 541 / 0.130
muxes: 148 / 0.0146
and+or+nand+nor: 5195 / 0.233
[layer usage]
| layer | overflow | GRT usage |
|---|---|---|
| met1 | 5927 | 1.06 |
| met2 | 15900 | 1.25 |
| met3 | 4946 | 1.06 |
| met4 | 4648 | 1.07 |
| met5 | 519 | 0.987 |
[stage by stage]
stage	total power (uW)	setup slack, ns	util
2_1_floorplan	1030	16.32	-
3_3_place_gp	1700	26.09	0.447
3_5_place_dp	1700	25.84	0.447
4_1_cts	2500	25.79	0.458
[Yosys cell counts, types with 228 or more instances]
master,instances,area (sq um)
o21ai_0,1722,8620
a21oi_1,2169,10900
o22ai_1,461,2880
buf_2,295,1480
a211oi_1,300,2250
a31oi_1,583,3650
and3_1,228,1430
nand3_1,801,4010
a22oi_1,794,5960
o211ai_1,582,4370
nor3_1,381,1910
nor2_1,1380,5180
nand2_1,1537,5770
dfrtp_1,537,13400
nand4_1,306,1910
clkbuf_1,1647,6180
a221oi_1,271,2370
Power and IR drop assume default switching activity.

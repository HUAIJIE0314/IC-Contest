===== flow/design.v =====
module SME(clk,reset,chardata,isstring,ispattern,valid,match,match_index);
input clk;
input reset;
input [7:0] chardata;
input isstring;
input ispattern;
output logic match;
output logic [4:0] match_index;
output logic valid;
parameter STAR_SIGN   = 8'h2A;
parameter SPACE_SIGN  = 8'h20;
parameter DOLLAR_SIGN = 8'h24;
parameter CAP_SIGN    = 8'h5e;
parameter DOT_SIGN    = 8'h2e;
typedef enum logic [2:0]{
  START,
  COPY_FRONT,
  COPYDOT,
  COPYBACK,
  PASTE,
  PROCESS,
  WAIT,
  DONE
}state;
state fstate;
logic [5:0] runTimes;
logic [5:0] times;
logic [5:0] patIdx;
logic isStar;
logic [1:0]shiftReg;
logic enable;
logic matchFlag;
logic matchFlag_reg;
integer     i, j, k, l;    
logic [7:0] STRING  [33:0];
logic [5:0] sptr;
logic [5:0] dotNum;
logic [5:0] dot_ptr;
logic [5:0] sptr_w;
logic [5:0] patternLen;
logic [7:0] PATTERN [33:0];
logic [7:0] EXTEN [33:0];
logic [7:0] BACKUP [33:0];
logic [5:0] pptr;
logic [5:0] copy_ptr;
logic [5:0] starPos;
logic firstStarphase;
logic isstring_reg;
logic final_match;
logic [4:0]finalIndex;
logic [5:0]matchIndex;
logic [7:0] PATTERN_debug;
logic [7:0] STRING_debug;
logic match_condition;
logic firstPat;
assign PATTERN_debug = PATTERN[patIdx];
assign STRING_debug = STRING[patIdx + times];
assign match_condition = (PATTERN[patIdx] == STRING[times + patIdx] || PATTERN[patIdx] == DOT_SIGN);
always_ff @(posedge clk or posedge reset) begin
    if (reset) begin
        for (i=1; i<34; i=i+1) STRING[i] <= 8'd0;
        STRING[0] <= SPACE_SIGN;  
        sptr_w <= 6'd1;
    end
    else if(fstate == DONE && firstPat)sptr_w <= 6'd1;
    else if (isstring) begin
        STRING[sptr_w] <= chardata;
        sptr_w <= sptr_w + 6'd1;
    end
    else if (isstring_reg) begin
        STRING[sptr_w] <= SPACE_SIGN;
        sptr_w <= sptr_w + 6'd1;
    end
end
always_ff @(posedge clk or posedge reset) begin
    if (reset) firstStarphase <= 1'd0;
    else if(fstate == WAIT)firstStarphase <= 1'd0;
    else if(isStar && fstate == START)firstStarphase <= 1'b1;
end
always_ff @(posedge clk or posedge reset) begin
    if (reset) isstring_reg <= 1'd0;
    else       isstring_reg <= isstring;
end
always_ff @(posedge clk or posedge reset) begin
    if (reset) firstPat <= 1'b0;
    else if(fstate == DONE)firstPat <= 1'b0;
    else if(isstring)firstPat <= 1'b1;
end
always_ff @(posedge clk or posedge reset) begin
    if (reset) sptr <= 6'd0;
    else if(enable && firstPat)sptr <= sptr_w;
end
always_ff @(posedge clk or posedge reset) begin
    if (reset) begin
      for (j=0; j<34; j=j+1)PATTERN[j] <= 8'd0;
      for (l=0; l<34; l=l+1)BACKUP[l] <= 8'd0;
    end
    else if (ispattern && chardata != STAR_SIGN) begin
      PATTERN[pptr] <= (chardata == CAP_SIGN || chardata == DOLLAR_SIGN)? SPACE_SIGN : chardata;
      BACKUP[pptr] <= (chardata == CAP_SIGN || chardata == DOLLAR_SIGN)? SPACE_SIGN : chardata;
    end
    else if(fstate == PASTE)begin
      PATTERN[pptr] <= EXTEN[pptr];
    end
end
always_ff @(posedge clk or posedge reset) begin
    if (reset)pptr <= 6'd0;
    else if (ispattern)begin
      if(chardata != STAR_SIGN)pptr <= pptr + 6'd1;
    end
    else if(fstate == DONE && isStar || fstate == PROCESS && runTimes > 31)pptr <= 6'd0;
    else if(fstate == COPYBACK && copy_ptr == pptr-1) pptr <= 6'd0;
    else if(!isStar && fstate == PROCESS && (  (times == runTimes && (patIdx == (pptr-1 + dotNum) || match_condition == 0 )) || (matchFlag  && match_condition && (patIdx == (pptr-1+ dotNum))) || (match_condition && pptr == 5'd1) ) )pptr <= 6'd0;
    else if(fstate == PASTE)pptr <= pptr + 6'd1;
    else if(fstate == WAIT)pptr <= 6'd0;
end
always_ff @(posedge clk or posedge reset) begin
    if(reset)starPos <= 5'd0;
    else if(chardata == STAR_SIGN && fstate == START)starPos <= pptr;
end
always_ff @(posedge clk or posedge reset) begin
  if (reset) begin
    for (k=0; k<34; k=k+1)EXTEN[k] <= 8'd0;
  end
  else begin
    case(fstate)
      COPY_FRONT:begin
        EXTEN[copy_ptr] <= BACKUP[copy_ptr];
      end
      COPYDOT:begin
        if(dotNum > 5'd0)EXTEN[copy_ptr + dot_ptr] <= DOT_SIGN;
      end
      COPYBACK:begin
        if(copy_ptr != patternLen)EXTEN[copy_ptr + dotNum] <= BACKUP[copy_ptr];
      end
    endcase
  end
end
always_ff @(posedge clk or posedge reset) begin
  if(reset)dot_ptr <= 6'd0;
  else begin
    case(fstate)
      COPYDOT:begin
        dot_ptr <= dot_ptr + 6'd1;
      end
      WAIT:begin
        dot_ptr <= 6'd0;
      end
    endcase
  end
end
always_ff @(posedge clk or posedge reset) begin
  if(reset)copy_ptr <= 6'd0;
  else begin
    case(fstate)
      WAIT:copy_ptr <= 6'd0;
      PROCESS:if(runTimes > 31)copy_ptr <= 6'd0;
      COPY_FRONT:begin
        copy_ptr <= copy_ptr + 6'd1;
      end
      COPYDOT:begin
        copy_ptr <= copy_ptr;
      end
      COPYBACK:begin
        copy_ptr <= copy_ptr + 6'd1;
      end
    endcase
  end
end
always_ff@(posedge clk or posedge reset)begin
  if(reset)dotNum <= 5'd0;
  else if(fstate == START)dotNum <= 5'd0;
  else if(fstate == WAIT)dotNum <= dotNum + 5'd1;
end
assign enable = (shiftReg == 2'b10);
always_ff@(posedge clk or posedge reset)begin
  if(reset)shiftReg <= 2'd0;
  else     shiftReg <= {shiftReg[0], ispattern};
end
always_ff@(posedge clk or posedge reset)begin
  if(reset)isStar <= 1'b0;
  else begin
    if(fstate == DONE)isStar <= 1'd0;
    else if(ispattern && chardata == STAR_SIGN)isStar <= 1'd1;
  end
end
always_ff@(posedge clk or posedge reset)begin
  if(reset)patternLen <= 6'd0;
  else if(fstate == COPY_FRONT && firstStarphase)patternLen <= pptr;
end
always_ff@(posedge clk or posedge reset)begin
  if(reset)runTimes <= 6'd0;
  else if(fstate == DONE)runTimes <= 6'd0;
  else if(fstate == PASTE && pptr == patternLen-1+dotNum)runTimes <= sptr - patternLen  - dotNum;
  else if(enable)begin
    if(firstPat)runTimes <= sptr_w - pptr + 1;
    else runTimes <= sptr - pptr + 1;
  end 
end
always_ff@(posedge clk or posedge reset)begin
  if(reset)times <= 6'd0;
  else if(fstate == START || isStar && fstate == WAIT)times <= 6'd0;
  else if(fstate == PROCESS)begin
    if(match_condition == 1'b0)times <= times + 6'd1;
    else if(patIdx == (pptr-1+dotNum))begin
      if(times < runTimes)times <= times + 6'd1;
      else                times <= 6'd0;
    end
  end
end
always_ff@(posedge clk or posedge reset)begin
  if(reset)patIdx <= 6'd0;
  else if(fstate == START)patIdx <= 6'd0;
  else if(fstate == PROCESS)begin
    if(match_condition == 1'b0)patIdx <= 6'd0;
    else begin
      if(patIdx < (pptr-1 + dotNum))patIdx <= patIdx + 6'd1;
      else                          patIdx <= 6'd0;
    end
  end
end
always_ff@(posedge clk or posedge reset)begin
  if(reset)matchFlag <= 1'b0;
  else if(fstate == START || isStar && fstate == WAIT)matchFlag <= 1'b0;
  else if(fstate == PROCESS)begin
    if(match_condition)matchFlag <= 1'b1;
    else matchFlag <= 1'b0;
  end
end
always_ff@(posedge clk or posedge reset)begin
  if(reset)matchFlag_reg <= 1'b0;
  else     matchFlag_reg <= matchFlag;
end
always_ff@(posedge clk or posedge reset)begin
  if(reset)final_match <= 1'b0;
  else if(fstate == START)final_match <= 1'b0;
  else if(fstate == PROCESS && (match_condition && patIdx == (pptr-1)) )final_match <= 1'b1;
end
always_ff@(posedge clk or posedge reset)begin
  if(reset)finalIndex <= 6'd0;
  else if(fstate == START)finalIndex <= 6'd0;
  else if(fstate == PROCESS && (match_condition && patIdx == (pptr-1)))finalIndex <= matchIndex;
end
always_ff@(posedge clk or posedge reset)begin
  if(reset)matchIndex <= 6'd0;
  else if(fstate == START)matchIndex <= matchIndex <= 6'd0;
  else if(fstate == PROCESS || fstate == WAIT)begin
    if(isStar)begin
      if(!matchFlag_reg && matchFlag)begin
        if(STRING[times + patIdx - 1] == SPACE_SIGN)matchIndex <= times + patIdx - 1;
        else                                        matchIndex <= times + patIdx - 2;
      end
    end
    else begin
      if(!matchFlag_reg && matchFlag)begin
        if(STRING[times + patIdx - 1] == SPACE_SIGN)matchIndex <= times + patIdx - 1;
        else                                        matchIndex <= times + patIdx - 2;
      end
    end
  end
end
always_ff@(posedge clk or posedge reset)begin
  if(reset)fstate <= START;
  else begin
    unique case(fstate)
      START:begin
        if(enable && isStar)fstate <= COPY_FRONT;
        else if(enable)     fstate <= PROCESS;
        else                fstate <= START;
      end
      COPY_FRONT:begin
        if(copy_ptr == starPos-1)fstate <= COPYDOT;
        else                     fstate <= COPY_FRONT;
      end
      COPYDOT:begin
        if((dot_ptr == dotNum - 1) || dotNum == 0)fstate <= COPYBACK;
        else                                      fstate <= COPYDOT;
      end
      COPYBACK:begin
        if(copy_ptr >= patternLen-1)fstate <= PASTE;
        else fstate <= COPYBACK;
      end
      PASTE:begin
        if(pptr == patternLen-1+dotNum)fstate <= PROCESS;
        else fstate <= PASTE;
      end
      PROCESS:begin
        if(runTimes > 32)fstate <= DONE;
        else if(((times == runTimes) && (patIdx == (pptr-1 + dotNum) || match_condition == 0 )) || (match_condition && patIdx == (pptr-1)))begin
          fstate <= WAIT;
        end
        else fstate <= PROCESS;
      end
      WAIT:begin
        if(isStar && (patternLen + dotNum) == 31)fstate <= DONE;
        else if(isStar)fstate <= COPY_FRONT;
        else      fstate <= DONE;
      end
      DONE:begin
        fstate <= START;
      end
      default:fstate <= START;
    endcase
  end
end
always_comb begin
  unique case(fstate)
    DONE:begin
      valid = 1;
      if(isStar)begin
        match_index = finalIndex;
        match = final_match;
      end
      else begin
        match_index = matchIndex;
        match = matchFlag;
      end
    end
    default:begin
      valid = 0;
      match_index = 5'd0;
      match = 1'b0;
    end
  endcase
end
endmodule

===== flow/run.sh =====
#!/bin/bash
# OpenROAD 26Q1-2900-gdf79404cd8, Yosys 0.63+post, stock flow scripts
make -C /OpenROAD-flow-scripts/flow DESIGN_CONFIG=/design/flow/config.mk WORK_HOME=/design/flow/orfs finish

===== flow/config.mk =====
export PLATFORM = sky130hd
export DESIGN_NAME = SME
export DESIGN_NICKNAME = SME
export VERILOG_FILES = /design/flow/design.v
export SDC_FILE = /design/flow/constraint.sdc
export NUM_CORES = 4
export LEC_CHECK = 1
export CORE_UTILIZATION = 30

===== flow/constraint.sdc =====
current_design SME

set clk_period 12.4
set clk_io_pct 0.2

create_clock -name clk0 -period $clk_period [get_ports {clk}]

set non_clock_inputs [all_inputs -no_clocks]
set_input_delay [expr $clk_period * $clk_io_pct] -clock clk0 $non_clock_inputs
set_output_delay [expr $clk_period * $clk_io_pct] -clock clk0 [all_outputs]

==> changes_impl.md <==
### Changed

- Status: finished, final reports clean
- # clock sinks: about 1200
- Endpoint kind of the worst setup timing path: flop
- Post-Syn Area: 59600 µm²
- Iteration tally of the first detailed-router pass: 6
- Startpoint types: flop
- Io pins: 19
- Cells after Synth: 6205
- Core Util, Final: 34.0%
- Grt ovf: 0
- PnR worst setup slack: about 5.3 ns
- Hold slack: 0.391 ns
- Non-filler cells, final: 8835
- R2r startpoint: patIdx[0]
- Clock latency (worst-skew pair): 0.83 ns
- Critical path class: reg -> reg
- Yosys Instances: 6205
- Final wirelength: 245000 µm
- Post-CTS setup buffers: 0
- Max Cap Viol: 0
- RD Place Congestion: between 1 and 1.5
- FP Rows: 163
- Max VDD drop: 0.152 mV
- Max Slew Vio Count: 0
- Pleak: roughly 0.029 µW
- Post-synth seq share: 49.7%
- Post-synth regs: roughly 1200
- Hold Crit Start: shiftReg[0]
- Largest net degree at the start of global routing: 114
- R2R depth: 18
- Clk slew on worst S/H paths: ~0.060 ns
- Clock power share: 33.8%
- Fin Clk Skew: 0.0984 ns
- Worst min path class: reg -> reg
- Slew margin rel.: around 28%
- Int Power: 7240 µW
- Bufs on Longest Clock Path: 3
- Clk root buf: clkbuf_16
- Count of library flops with an enable pin: 0
- Post-layout period usage: just under 60%
- Worst Hold End: shiftReg[1]
- Remaining routing DRC violations: 0
- Antenna Nets Post-Route: 0
- Fin crit period: slightly above 7 ns
- Critical Path RT: approximately 13 ns
- CTS tree: yes
- Initial DRC count: approximately 4500
- Asr flop ratio synth: 100%
- Fraction of final layout cells sized beyond drive strength 1: 12.3%
- Setup violations, final: 0
- Via count: 49600
- DP HPWL: 170000 µm
- Pwr per Cell Area: around 160 nW/µm²
- Vias per cell: 5.61
- Total tool warning count: 69
- Pre-CTS setup slack: 5.35 ns
- Vias in the first global route: roughly 49000
- RSZ-0062 raised after global routing: no
- Commonest flop: dfrtp_1
- Crit path DAT: 7.76 ns
- Flop2flop setup slack: 5.26 ns
- Worst Tran Pin Value: ~1.1 ns
- H-tree depth: 3
- Wirelength per Cell: 27.8 µm
- Hold Path Depth: 0
- Worst R2R End: pptr[2]
- Switching fraction of total power: between 30 and 40%
- Gates resized, CTS repair: 0
- Die height: 448 µm
- Hold Fails Final Rpt: 0
- Net Sw Power: 3770 µW
- DIE WIDTH: 448 µm
- Port Buffers: 18
- Fmax achieved: 0.140 GHz
- # placed instances: about 8600
- Comb power frac: 17.5%
- Die ar.: between 200000 and 250000 µm²
- Fill count: roughly 20000
- Sequential share of power: 48.8%
- First-pass GRT wire length: 358000 µm
- Yosys Chip Area: 59600 µm²
- Synth warn: 5
- Total core area: 197000 µm²
- Initial antenna violation count: 5
- Crit Path Max Fanout: 25
- Synth-to-layout area growth: 12.6%
- Avg Cell Area, Syn: 9.60 µm²
- Number of distinct library cells after synthesis: 101
- Floorplan-stage core utilization: 30.2%
- CTS Hold Buffers Added: 0
- All-Layer GR Usage: around a quarter
- CTS buffer count: approximately 120
power by group through the flow:
stage     Clock (µW)  Combinational, µW  Sequential, µW
4_1_cts         3780               1910            5350
6_report        3720               1920            5370
5_1_grt         3930               2150            5410
worst max-delay path, cell delays in order (launching register included):
cell,delay (ns)
dfrtp_1,0.49
ha_1,0.30
fa_1,0.71
a211o_1,0.41
and2_1,0.15
buf_4,0.21
nor2_2,0.63
buf_4,0.48
a21oi_1,0.10
o41ai_2,0.44
o2111ai_1,0.25
or4_1,0.61
a21boi_1,0.19
o221ai_1,0.13
or4_4,0.64
nand2_2,0.25
mux2_2,0.42
and2_1,0.23
a221o_1,0.36
final cells by class:
class | count | area (µm²) | share of cell area, %
sequential | 1182 | 29600 | 44.1
inverter | 147 | 556 | 0.829
clock buffer | 179 | 3520 | 5.26
clock inverter | 38 | 518 | 0.773
multi-input combinational | 4431 | 27800 | 41.5
timing repair buffer | 217 | 1710 | 2.56
tap | 2640 | 3300 | 4.93
antenna | 1 | 2.50 | 0.00373
routing by layer:
metal | part of all wire, % | vias up | global-route usage [%]
li1 | - | 22200 | -
met1 | 41 | 25000 | 35.2
met2 | 46 | 1909 | 38.8
met3 | 8.4 | 460 | 7.41
met4 | 4.5 | 8 | 9.12
met5 | 0.020 | - | 0
how the worst max path moves through the flow:
stage	start	to	slack, ns	depth (start not counted)
after CTS	patIdx[0]	pptr[2]	5.33	18
after global routing	patIdx[0]	pptr[5]	5.04	18
final	patIdx[0]	pptr[2]	5.26	18
layout by cell type (no fill, tap or decap), drive strengths merged, types with 28 or more instances in the layout:
cell and instances:
a21o 28, a21oi 140, a221oi 71, a22o 71
a22oi 244, a32oi 37, and2 40, and3 78
buf 201, clkbuf 179, dfrtp 1179, ha 124
inv 147, mux2 295, mux2i 107, nand2 1098
nand3 141, nand4 103, nor2 195, nor2b 33
nor3 76, nor4 43, o21ai 950, xnor2 78
xor2 48
cells by family (layout without fill, tap and decap cells):
kind of cell               count (synthesis)  after routing  share of synthesized area (%)
and+or+nand+nor                         1932           1932                           14.6
AOI/OAI and AO/OA                       1832           1832                           19.4
DFF                                     1182           1182                           49.7
buffers and inverters                    592            581                           3.86
muxes                                    402            402                           7.39
adders and majority gates                137            137                           3.04
xor gates and xnor gates                 128            128                           1.98
other                                      0              1                              0
per-stage QoR:
| step | setup TNS [ns] | instance area [µm²] | power [µW] |
|---|---|---|---|
| after global placement | 0 | 63000 | 7270 |
| after CTS | 0 | 67000 | 11000 |
| final | 0 | 67000 | 11000 |
| after floorplan | -7552.50 | 59600 | 6200 |
| after detailed placement | 0 | 63000 | 7300 |
| after global routing | 0 | 67000 | 11500 |
cell usage after synthesis, drive strengths merged (103+ instances only):
library cell	number	area share, %
mux2	295	5.6
inv	145	0.91
nor2	195	1.2
a21oi	140	1.2
nand2	1098	6.9
a22oi	244	3.1
mux2i	107	1.8
o21ai	950	8.0
nand3	141	1.2
clkbuf	367	2.3
dfrtp	1179	50
ha	124	2.6
nand4	103	1.1
No activity file was given, so power comes from the tool's default toggle rates.
